## design/flow/config.mk

```make
export PLATFORM = sky130hd
export DESIGN_NAME = RegFile
export DESIGN_NICKNAME = RegFile
export VERILOG_FILES = /design/flow/design.v
export SDC_FILE = /design/flow/constraint.sdc
export NUM_CORES = 4
export LEC_CHECK = 1
export CORE_UTILIZATION = 50
```

## design/flow/constraint.sdc

```tcl
current_design RegFile

set clk_period 6.3
set clk_io_pct 0.2

create_clock -name clk0 -period $clk_period [get_ports {clk}]

set non_clock_inputs [all_inputs -no_clocks]
set_input_delay [expr $clk_period * $clk_io_pct] -clock clk0 $non_clock_inputs
set_output_delay [expr $clk_period * $clk_io_pct] -clock clk0 [all_outputs]
```

## design/flow/design.v

```verilog
module RegFile #(
    parameter D_WIDTH = 32,
              A_WIDTH = 5
)(
    input  logic                clk,
    input  logic                WE3,
    input  logic                ResultSrc,
    input  logic                PCJump,
    input  logic                trigger,
    input  logic [D_WIDTH-1:0]  PC,
    input  logic [A_WIDTH-1:0]  AD1,
    input  logic [A_WIDTH-1:0]  AD2,
    input  logic [A_WIDTH-1:0]  AD3,
    input  logic [D_WIDTH-1:0]  ALUout,
    input  logic [D_WIDTH-1:0]  Data_RD,
    output logic [D_WIDTH-1:0]  RD1,
    output logic [D_WIDTH-1:0]  RD2,
    output logic [D_WIDTH-1:0]  a0
);
reg [D_WIDTH-1:0] reg_file [31:0];
logic [D_WIDTH-1:0] WD3;
logic [D_WIDTH-1:0] result;
assign WD3 = PCJump ? PC + 4 : result;
assign result = ResultSrc ? Data_RD : ALUout;
assign reg_file[0] = 32'b0;
always_ff @( posedge clk ) begin 
    if (WE3) reg_file[AD3] = WD3;
end
always_comb begin
    RD1 = reg_file[AD1];
    RD2 = reg_file[AD2];
    a0 <= reg_file[10];
    reg_file[5] <= trigger;
end
endmodule
```

## design/flow/run.sh

```bash
#!/bin/bash
# OpenROAD 26Q1-2900-gdf79404cd8, Yosys 0.63+post, stock flow scripts
make -C /OpenROAD-flow-scripts/flow DESIGN_CONFIG=/design/flow/config.mk WORK_HOME=/design/flow/orfs finish
```

==> results.ini <==
[yosys]
synth.largest_area_cell = sky130_fd_sc_hd__edfxtp_1
edf_count = 961
synth.yosys.warnings = 3
ys_cells = 3159
postSynthRegisterBits = 961
async_reset_ff_frac = 0
synth-seq-area-share = 0.669
synth.top_cell.area_share = 0.669
synthDistinctLibCells = 61
synth-area-yosys_um2 = 43200
synthTopCellsByArea = sky130_fd_sc_hd__edfxtp_1 (67%), sky130_fd_sc_hd__a22oi_1 (11%), sky130_fd_sc_hd__and3_1 (5.6%)
yosys_most_used_dff = sky130_fd_sc_hd__edfxtp_1

[run_status]
error_message = ERROR: Found 1 problems in 'check -assert'.
run_status = did not finish
flow.stopped_at = synthesis

## cell usage after synthesis, drive strengths merged (5+ instances only)
cell / instances
a2111oi: 124
a211oi: 25
a21oi: 34
a222oi: 7
a22o: 9
a22oi: 638
and2: 32
and3: 384
and3b: 8
and4: 5
buf: 80
clkbuf: 191
edfxtp: 961
mux2i: 20
nand2: 40
nand2b: 7
nand3: 233
nand3b: 8
nand4: 79
nor2: 70
nor2b: 33
nor3: 17
nor3b: 10
o21ai: 13
or4: 62
xor2: 24
## logic make-up after synthesis
group / synth area share
compound gates: 0.155
flops: 0.669
xor+xnor: 0.00568
fa+ha+maj: 0.000290
mux: 0.00516
buf+inv: 0.0283
simple gates: 0.137
