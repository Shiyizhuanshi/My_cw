$ cat ./run.sh
#!/bin/bash
# OpenROAD 26Q1-2900-gdf79404cd8, Yosys 0.63+post, stock flow scripts
make -C /OpenROAD-flow-scripts/flow DESIGN_CONFIG=/design/flow/config.mk WORK_HOME=/design/flow/orfs finish
$ cat ./constraint.sdc
current_design signextend

set clk_period 3.3
set clk_io_pct 0.2

create_clock -name clk0 -period $clk_period

set non_clock_inputs [all_inputs -no_clocks]
set_input_delay [expr $clk_period * $clk_io_pct] -clock clk0 $non_clock_inputs
set_output_delay [expr $clk_period * $clk_io_pct] -clock clk0 [all_outputs]
$ cat ./config.mk
export PLATFORM = sky130hd
export DESIGN_NAME = signextend
export DESIGN_NICKNAME = signextend
export VERILOG_FILES = /design/flow/design.v
export SDC_FILE = /design/flow/constraint.sdc
export NUM_CORES = 4
export LEC_CHECK = 1
export CORE_AREA = 10 10 70 70
export DIE_AREA = 0 0 80 80
$ cat ./design.v
module signextend #(
    parameter Width = 32
)(
    input  logic [Width-1:0] instr,
    input  logic [2:0]       ImmSrc,
    output logic [Width-1:0] ImmOp
);
always_comb
    case(ImmSrc)
    3'b000:    ImmOp = { {20{instr[31]}}, instr[31:20] };  
    3'b001:    ImmOp = { {20{instr[31]}}, instr[31:25], instr[11:7] };  
    3'b010:    ImmOp = { {19{instr[31]}}, instr[31], instr[7], instr[30:25], instr[11:8], 1'b0 };  
    3'b011:    ImmOp = {32'b0};  
    3'b100:    ImmOp = { instr[31:12], 12'b0  };  
    3'b101:    ImmOp = { {11{instr[31]}}, instr[31], instr[19:12], instr[20], instr[30:21], 1'b0 };   
    default:   ImmOp = { {20{instr[31]}}, instr[31:20] };  
    endcase
endmodule
==> results_dict.tcl <==
# metrics dict for downstream scripts
set metrics [dict create \
    timing.hold.worst_path_depth 4 \
    critical_path.most_common_cell "clkdlybuf4s50_1" \
    hold_path_end "ImmOp[16]" \
    tns_ps 0 \
    run_status "finished clean" \
    critical_path.max_fanout 8 \
    critical_path_arrival_ps 2470 \
    complex_gates_by_area 0.2341 \
    yosys.area_share.simple 0.5366 \
    ioPinCount 67 \
    reg_area_um2 0 \
    report.final.slew_viol_count 0 \
    grt_max_degree 20 \
    timing.critical_path.from_type "input port" \
    dr_total_vias 843 \
    fp_util 0.1502 \
    floorplan.core_area_um2 3416 \
    cp_max_stage_cell "clkdlybuf4s50_1" \
    via_per_inst 4.391 \
    worstSetupEndpointType "output port" \
    crit_required_ps 2640 \
    nFlopsAndLatches 0 \
    ys_cells 87 \
    worstMarginPinSlew_ps 512.8 \
    global_route_usage_over_all_layers 0.07689 \
    yosys_area_um2 513.0 \
    antenna_found_initial 0 \
    routed_wire_length_per_instance_um 13.74 \
    maximum_achievable_frequency_ghz 0.3190 \
    final_wl_um 2638 \
    yosys_warnings 1 \
    rows 21 \
    dr.first_iter.drc_count 20 \
    xor_area_frac 0 \
    route.detailed.drc 0 \
    slew_headroom 0.6582 \
    vdd_ir_drop_max_mv 0.05744 \
    yosys.area_share.adder 0 \
    yosys.area.top_type "nor3_1" \
    place.gp.congestion 0.8017 \
    layout.cells.most_common_list "clkdlybuf4s50_1, nor3_1, nor2_1" \
    die_h_um 80 \
    post-route-min-period_ps 3135 \
    dieArea_um2 6400 \
    timing.setup.critical_path_class "in -> out" \
    pwr_density_cell_nw_per_um2 144.9 \
    layout_overhead_on_the_synthesized_area_pct 133.4 \
    finalHoldViolCount 0 \
    total_leakage_power_nw 0.4726 \
    final.period_utilization 0.9499 \
    finalHoldWorstSlack_ps 2261 \
    top_area_frac 0.2244 \
    log.warning_count 39 \
    num_antenna_cells 0 \
    finalSetupViolations 0 \
    dr.pass1.iters 4 \
    clkbuf_count 0 \
    hp-start "instr[16]" \
    port_buffers 60 \
    detail-route-antenna-nets 0 \
    worst_path_cell_trace "clkdlybuf4s50_1, nor2_1, a22o_1, a221o_1, clkdlybuf4s50_1" \
    yosys-top-cells-area "nor3_1, nor2_1, mux2i_1" \
    wire_length_of_the_first_global_routing_pass_um 4153 \
    mostFrequentLayoutCell "clkdlybuf4s50_1" \
    worst_min_delay_path_class "in -> out" \
    cpPeakStageDelay_ps 650 \
    ys_sh_mux 0.09756 \
    post-dp-hpwl_um 2151 \
    ys_seq_share 0 \
    die-width_um 80 \
    vias_in_the_first_global_route 811 \
    fillers 360 \
    rsz_0062_raised_after_global_routing "no" \
    syn-cell-area_um2 513.0 \
    layout-drive-gt1-share 0.07534 \
    post_synth_inst_count 87 \
    yosys.cell_types.count 20 \
    avgSynthCellArea_um2 5.896 \
    maxCapViolations 0 \
    top_logic_cell_family_in_the_synthesized_netlist "simple AND/OR/NAND/NOR gates" \
    overflow 0 \
]
## cells in the mapped netlist (all sizes together)
library cell	number
buf	7
a21oi	2
nor3	23
nand2b	2
a221o	4
clkbuf	2
inv	2
o31ai	1
a21boi	1
a22oi	1
a22o	4
mux2i	5
and2	2
nor2	21
nand3	2
a221oi	1
and3	6
or3b	1
## cells by family after synthesis
family,after synthesis
compound gates,14
mux,5
buf+inv,11
simple gates,57
## layer usage
metal | share of wire | track usage | vias to the layer above
met5 | 0 | 0 | -
met1 | 0.42 | 0.09954 | 370
met2 | 0.50 | 0.1340 | 29
li1 | - | - | 444
met3 | 0.086 | 0.01705 | 0
met4 | 0 | 0 | 0
## critical path, delay by kind of cell
family          cells  cell delay (ps)
buf+inv             2             1070
compound gates      2              570
simple gates        1              180
## through the flow
stage	setup WS [ps]	cells	cell area (um2)	total power (W)	utilization
floorplan	1147	87	513.0	0.00005171	-
global placement	-37.11	190	1156	0.0001677	0.3385
detailed placement	-71.32	190	1156	0.0001692	0.3385
CTS	53.27	190	1167	0.0001721	0.3418
global route	20.22	192	1197	0.0001899	0.3505
finish	165.4	192	1197	0.0001735	0.3505
## final cells by class
class	count	area [um2]	share of cell area
Timing Repair Buffer	68	673.1	0.5622
Multi-Input combinational cell	76	459.2	0.3835
Inverter	2	7.507	0.006270
Tap cell	46	57.56	0.04807
## power breakdown
group	internal, W	switching (W)	leakage, nW
Clock	0	0	0
Sequential	0	0	0
Combinational	0.000119	0.0000544	0.473
Total	0.000119	0.0000544	0.473
## worst max path at each step
stage	startpoint	slack, ps	cells past startpoint	endpoint
4_1_cts	ImmSrc[0]	50	4	ImmOp[8]
5_1_grt	ImmSrc[0]	20	6	ImmOp[11]
6_report	ImmSrc[0]	170	5	ImmOp[3]
## repair_timing
| item | in CTS | in global routing |
|---|---|---|
| buffers inserted | 0 | 2 |
| cloned | 0 | 0 |
| pin swaps | 0 | 1 |
| gates resized | 2 | 1 |
| hold buffers | 0 | 0 |
| endpoints found under the setup margin | 19 | 13 |
Power figures rest on the tool's default switching activity, not on a simulated workload.
