**/design/flow/design.v**
```verilog
module counter_unit #(
    parameter PC_WIDTH = 32  
)(
    input  logic                clk,
    input  logic                rst,
    input  logic [1:0]          PCsrc,
    input  logic [PC_WIDTH-1:0] ImmOp,
    input  logic [PC_WIDTH-1:0] RD1,
    output logic [PC_WIDTH-1:0] PC
);
always_ff @ (posedge clk)begin
  if (rst)           PC <= {PC_WIDTH{32'hBFC00000}};
  else case(PCsrc)
          2'b00: PC <= PC  + 4;         
          2'b01: PC <= PC  + ImmOp;     
          2'b10: PC <= PC  + 4;         
          2'b11: PC <= RD1 + ImmOp;    
  endcase
end
endmodule
```
**/design/flow/run.sh**
```bash
#!/bin/bash
# OpenROAD 26Q1-2900-gdf79404cd8, Yosys 0.63+post, stock flow scripts
make -C /OpenROAD-flow-scripts/flow DESIGN_CONFIG=/design/flow/config.mk WORK_HOME=/design/flow/orfs finish
```
**/design/flow/config.mk**
```make
export PLATFORM = sky130hd
export DESIGN_NAME = counter_unit
export DESIGN_NICKNAME = counter_unit
export VERILOG_FILES = /design/flow/design.v
export SDC_FILE = /design/flow/constraint.sdc
export NUM_CORES = 4
export LEC_CHECK = 1
export CORE_UTILIZATION = 30
```
**/design/flow/constraint.sdc**
```tcl
current_design counter_unit

set clk_period 11.2
set clk_io_pct 0.2

create_clock -name clk0 -period $clk_period [get_ports {clk}]

set non_clock_inputs [all_inputs -no_clocks]
set_input_delay [expr $clk_period * $clk_io_pct] -clock clk0 $non_clock_inputs
set_output_delay [expr $clk_period * $clk_io_pct] -clock clk0 [all_outputs]
```
==> results.txt <==
Clk latency late pin - 280 ps
Max_cap viols - 0
Initial Utilization - 30.7%
WS Path Type - in2reg
Startpoint Class - input port
Io pins - 100
Critical Path Start - PCsrc[0]
Worst-path maximum fanout - 41
WL/cell - 16.1 µm
Reg clk slew, reported paths - 60 ps
CP delay by family, top - AND-OR/OR-AND gates
Final Util - 40.8%
Fillers - 1307
Die Size - 13400 µm²
Post-CTS resize count - 0
Syn avg cell area - 7.80 µm²
Remaining Overflow, GRT - 0
Layout cells sized above 1 - 9.85%
Routing usage on met1 - 29.0%
# DRC - 0
Tool warnings - 28
Clock Path Buffers - 2
Least-Margin Pin Slew - 579 ps
Top area cell types - dfxtp_1 (17%), ha_1 (11%), mux2_2 (9.0%), xnor2_1 (5.9%), a21oi_1 (5.3%)
Met3 GRT Util - 2.08%
Cell Pwr Density - 124 nW/µm²
FF+latch count, synth - 32
Final hold vios - 0
Max reg flops - 32
Hold-fix buffers at CTS - 0
Routed Antenna Nets - 0
RSZ-0062 raised after global routing - no
Post-synth area from yosys stat - 3870 µm²
Setup violators final - 0
Cell row count - 41
R2r setup slk - 8130 ps
Drt pass-1 iters - 5
Setup bufs post-CTS - 0
Antenna violations before repair - 0
Placer Congestion - 0.932
Crit path largest cell delay - 480 ps
Max IR drop VDD - 0.0674 mV
Ys flop type - dfxtp_1
Final worst setup slack - 5150 ps
H-Tree Depth - 2
Vias - 4044
Largest net degree at the start of global routing - 42
Largest type area fraction - 16.5%
Crit path to - PC[22]$_SDFF_PP1_
Register bank with the most flops - PC
Syn Inst Count - 496
Total Power - 0.639 mW
GRT Resource Usage Total - 18.6%
WP depth - 14
Min Tclk post-route - 6050 ps
Max Clock Skew - 3.25 ps
Worst r2r src - PC[0]$_SDFFE_PP0P_
PortBufs - 99
Max Slew Vio Count - 0
CP Capture Type - flop
Area Overhead vs Synth - 33.0%
Vias per cell - 5.31
Clk sinks - 32
Fin Setup TNS - 0 ps
WP data arrival - 6220 ps
Bufs and invs on worst path - 3
DP Wirelength - 9540 µm
Post-synth seq share - 16.5%
Global routing's busiest layer - met1
Cycle use final - 54.0%
Placed inst area - 4990 µm²
DP Worst Slack - 4920 ps
Leakage power - 1.97 nW
Slew HR - 61.4%
CP Cell Sequence - clkdlybuf4s50_1, buf_4, nand2_1, buf_4, mux2_2, ha_1, fa_1, a21oi_1, o211ai_1, a21oi_1, o2111a_1, o21ai_0, xor2_1, a211o_1
Flip-flops with a built-in enable - 0
Cell taking the most area after synthesis - dfxtp_1
CTS root buf - clkbuf_16
Top flop regs - PC (32)
Req. time, crit path - 11370 ps
Syn. warnings - 1
CTS tree - yes
Die span in x - 116 µm
CTS buffer count - 5
Reg2Reg Depth - 10
Slowest CP cell - a21oi_1
Tightest Hold Check Type - reg2reg
Vias in the first global route - 3686
Ys cells - 496
Cell Type Count - 65
Reg2Reg Capture Point - PC[22]$_SDFF_PP1_
Finished Cell Area - 5150 µm²
GR Util met2 - 28.9%
Total Routed Length - 12300 µm
ANT cells - 0
Async set-or-reset flop fraction in the synthesized netlist - 0%
Status - completed
Global-route wire length before repair - 19400 µm
Initial drt markers - 230
Placeable Area - 12600 µm²
Die Ht - 116 µm
Fmax - 165 MHz
Mapped cell area - 3870 µm²
==> cells in the mapped netlist, types with 3 or more instances <==
cell type,instances
nand2_1,48
nor2_1,47
a21oi_1,41
ha_1,35
dfxtp_1,32
mux2_2,31
xnor2_1,26
nand3_1,22
o21ai_0,22
xor2_1,21
a211oi_1,17
inv_1,14
nor3_1,12
nand4_1,9
o211ai_1,9
and3_1,7
o21a_1,7
a31oi_1,6
clkbuf_1,6
or3_1,5
and4_1,4
buf_1,4
mux2i_1,4
o22ai_1,4
a21boi_0,3
a21o_1,3
buf_6,3
nand2b_1,3
nor3b_1,3
o21bai_1,3
o31ai_1,3
==> layer usage <==
metal  vias to the layer above  routed length, µm  share of wire (%)
met5                         -                  0                  0
met4                         0                 97               0.79
met3                         6                879                7.2
met2                       140               5320                 43
met1                      1878               5980                 49
li1                       2020                  -                  -
==> power breakdown <==
| part | switching (mW) | internal (mW) |
|---|---|---|
| Sequential | 0.0276 | 0.132 |
| Clock | 0.0549 | 0.105 |
| Combinational | 0.159 | 0.161 |
| Total | 0.241 | 0.398 |
==> cell families after synthesis <==
| kind of cell | after synthesis | synth area share (%) |
|---|---|---|
| XOR/XNOR | 47 | 10.6 |
| adder cells (fa/ha/maj) | 36 | 11.8 |
| buffers and inverters | 32 | 4.40 |
| AND/OR/NAND/NOR | 175 | 22.2 |
| AND-OR/OR-AND | 139 | 24.3 |
| flip-flops | 32 | 16.5 |
| multiplexers | 35 | 10.1 |
==> metrics by stage <==
step	std cells	hold WS, ps
after detailed placement	753	505
after floorplan	496	454
after global placement	753	500
final	761	515
after CTS	761	521
after global routing	761	541
==> layout make-up <==
cell class              count  area, µm²  share of cell area (%)
well taps                 172        215                    4.18
multi-input cells         432       3060                    59.4
flip-flops and latches     32        641                    12.4
clock buffers               6        129                    2.50
inverters                  15       56.3                    1.09
repair buffers            102       1010                    19.7
clock inverters             2       35.0                   0.680
==> worst register-to-register path, cell delays in order, from the launching register on <==
cell	delay [ps]
dfxtp_1	310
mux2_2	270
ha_1	200
fa_1	400
a21oi_1	250
o211ai_1	230
a21oi_1	480
o2111a_1	280
o21ai_0	100
xor2_1	160
a211o_1	290
==> cells in the final DEF, fill, tap and decap left out, drive strengths merged, types with 2 or more instances in the layout <==
cell / count
dfxtp: 32
clkdlybuf4s50: 99
o21a: 7
o211ai: 9
o21bai: 3
xnor2: 26
nor2: 48
and3: 7
a31o: 2
a211o: 2
nor4: 2
or2: 2
inv: 14
clkinv: 2
ha: 35
o22ai: 4
a211oi: 18
a31oi: 6
and4: 5
a311oi: 3
nand4: 10
clkbuf: 6
mux2i: 4
mux2: 31
nor3: 12
and2: 3
nand3: 23
nor3b: 4
buf: 3
o31ai: 3
xor2: 21
nand2b: 3
or3: 6
a21oi: 41
o21ai: 23
a21o: 4
nand2: 48
a21boi: 3
==> worst min-delay path by stage <==
stage / cells after the start / slack [ps] / to / startpoint
after CTS: 2 / 520 / PC[0]$_SDFFE_PP0P_ / PC[0]$_SDFFE_PP0P_
after global routing: 2 / 540 / PC[0]$_SDFFE_PP0P_ / PC[0]$_SDFFE_PP0P_
final: 2 / 510 / PC[0]$_SDFFE_PP0P_ / PC[0]$_SDFFE_PP0P_
Power is estimated from default activity; no workload was simulated.
